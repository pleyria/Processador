### config.mk
export PLATFORM = sky130hd
export DESIGN_NAME = divisorFreq_1kHz
export DESIGN_NICKNAME = divisorFreq_1kHz
export VERILOG_FILES = /design/flow/design.v
export SDC_FILE = /design/flow/constraint.sdc
export NUM_CORES = 4
export LEC_CHECK = 1
export CORE_AREA = 10 10 89 89
export DIE_AREA = 0 0 99 99
### constraint.sdc
current_design divisorFreq_1kHz

set clk_period 2.3
set clk_io_pct 0.2

create_clock -name clk0 -period $clk_period [get_ports {f_in}]

set non_clock_inputs [all_inputs -no_clocks]
set_input_delay [expr $clk_period * $clk_io_pct] -clock clk0 $non_clock_inputs
set_output_delay [expr $clk_period * $clk_io_pct] -clock clk0 [all_outputs]
### design.v
module divisorFreq_1kHz(f_in, f_out);
input f_in;
output f_out;
reg saida;
assign f_out = saida;
reg[25:0] count;
always @(posedge f_in) begin
		if (count >= 26'd50000) begin
			count <= 26'd0;
			saida <= 1;
		end
		else begin
			count <= count + 26'd1;
			saida <= 0;
		end;
end
endmodule
### run.sh
#!/bin/bash
# OpenROAD 26Q1-2900-gdf79404cd8, Yosys 0.63+post, stock flow scripts
make -C /OpenROAD-flow-scripts/flow DESIGN_CONFIG=/design/flow/config.mk WORK_HOME=/design/flow/orfs finish
==> impl_metrics.ini <==
; physical design summary
[synth]
area_leaders = dfxtp_1 50%, xnor2_1 11%, nor3_2 9.3%
synth-main-ff-cell = dfxtp_1
yosys.area.top_type = dfxtp_1
synth_seq_share = 0.501
edf_count = 0
synth_cell_types = 21
numSynthFlops = 27
async_flop_share = 0
synth_top_area_share = 0.501
ys_cells = 100
synth-area-yosys_um2 = 1080
synth_area_um2 = 1080
synthCells = 100
avgSynthCellArea_um2 = 10.8
ys_warn_count = 1

[worst_setup_path]
crit_required_ns = 2.43
start_kind = flip-flop
worstSetupPathType = reg2reg
path_max_fanout = 17
cp.arrival_ns = 1.83
r2r_cells = 4
end_kind = flip-flop

[timing]
slew_violations = 0
timing.fmax_ghz = 0.591
finalCriticalPeriod_ns = 1.69
layout_worst_path_cycle_share = 0.736
hold_viol_final = 0
rsz0062_at_grt = no
clock_skew_ns = 0.00195
finalSetupTns_ns = 0
setup_slack_ns = 0.608
setup_viol = 0
worst_slew_pin_slew_ns = 0.599
relSlewSlack = 0.600

[final_layout]
fin_util = 0.208
syn_to_final_growth_pct = 15.4
layout-drive-gt1-share = 0.177
lay_top_cells = 27 x dfxtp_1, 13 x xnor2_1, 10 x nor3_2, 10 x conb_1, 9 x nor3_1
regArea_um2 = 541
layout_top_cell = dfxtp_1
finalNonFillerCells = 188
logic_area_um2 = 529
fillers = 624

[global_route]
overflow = 0
grt_max_degree = 18
antenna_found_initial = 0
grt.total_usage = 0.0325
grt_pass1_vias = 599
grt_pass1_wl_mm = 2.81

[placement]
numPortBuffers = 1
dp_slack_ns = 0.614
place_congestion = 0.780
dp_cells = 184
dp_hpwl_mm = 1.01

[clock_network]
cts_setup_buffers = 0
cts_sinks = 27
cts-root-buf = clkbuf_8
htreeDepth = 1
clk_pin_slew_ns = 0.09
hold_buffers = 0
cts_tree = done
cts_buffers = 3
clk_path_buf_depth = 2
cts_resized = 0
clk_latency_ns = 0.26

[detailed_routing]
drt_pass1_iterations = 4
antenna_left = 0
n_antenna_cell = 0
wl_mm = 1.49
drc = 0
avgRoutedWirePerCell_um = 7.91
vias = 647
via_per_inst = 3.44
first_iter_violations = 29

[flow_run]
warnings = 27
maxCapViolations = 0

[power]
cellPowerDensity_nw_per_um2 = 594
p_switching_uw = 142
clkPwrFrac = 0.350
power_frac_seq = 0.647
vdd_ir_drop_max_mv = 0.288
p_sw_frac = 0.192
p_int_uw = 598
p_comb_frac = 0.004
power.leakage_uw = 0.000360

[die]
initCoreUtil = 0.180
fp.dieH_um = 99
core.rowCount = 28
die_x_um = 99
core_um2 = 5990
pin_count = 2
die_area_um2 = 9800

[hold_path]
worstHoldPathCells = 1
min_path_type = reg2reg

[outcome]
outcome = finished clean
-- power groups by stage --
stage     logic [uW]  registers (uW)  clock network, uW
4_1_cts         2.87             479                270
5_1_grt         3.77             480                288
6_report        2.72             479                259
-- worst max-delay path, stage by stage, from the launching register on --
cell and delay, ns:
dfxtp_1 0.46, nor3_1 0.09, or3_4 0.38, a21oi_4 0.51, nor3_1 0.12
-- metal layers --
layer | global-route usage | share of wire
met1 | 0.0490 | 0.54
met3 | 0.00916 | 0.023
met2 | 0.0456 | 0.42
met4 | 0.00441 | 0.018
met5 | 0 | 0
-- path summary, 6_finish.rpt --
| kind | end | startpoint | slack, ns |
|---|---|---|---|
| setup / recovery | count[6] | count[5] | 0.61 |
| hold / removal | count[0] | count[0] | 0.53 |
| setup reg to reg | count[6] | count[5] | 0.61 |
| hold reg to reg | count[0] | count[0] | 0.53 |
-- state kept, by name (all words and copies together), names as in the netlist --
name,count
saida,1
count,26
-- cells by family (layout without fill, tap and decap cells) --
family / after synthesis / in the layout / share of synthesized area
adder cells (fa/ha/maj): 2 / 2 / 0.0232
flip-flops: 27 / 27 / 0.501
other: 1 / 10 / 0.00347
AND/OR/NAND/NOR: 48 / 48 / 0.304
AND-OR/OR-AND: 1 / 1 / 0.0151
buffers and inverters: 7 / 11 / 0.0406
XOR/XNOR: 14 / 14 / 0.114
-- stage by stage --
stage               total power (uW)  hold slack (ns)  cell area, um2
global placement                 492            0.515            1200
floorplan                        492            0.477            1110
global route                     772            0.551            1250
detailed placement               493            0.514            1200
CTS                              751            0.530            1250
finish                           740            0.530            1250
-- final cells by class --
class,instances,area share
clock buffers,3,0.0331
clock inverters,1,0.00402
inverters,5,0.0151
multi-input cells,75,0.425
flip-flops and latches,27,0.434
well taps,75,0.0753
repair buffers,2,0.0141
-- synthesized netlist by cell type (2+ instances only) --
| master | n |
|---|---|
| nor4_2 | 2 |
| xnor2_1 | 13 |
| dfxtp_1 | 27 |
| nor3_1 | 9 |
| nand4_1 | 2 |
| inv_1 | 5 |
| ha_1 | 2 |
| nor3_2 | 10 |
| nand3_1 | 6 |
| nor4_1 | 5 |
| nand2_1 | 4 |
| nor2_1 | 6 |
No activity file was given, so power comes from the tool's default toggle rates.
