==> run.sh <==
#!/bin/bash
# OpenROAD 26Q1-2900-gdf79404cd8, Yosys 0.63+post, stock flow scripts
make -C /OpenROAD-flow-scripts/flow DESIGN_CONFIG=/design/flow/config.mk WORK_HOME=/design/flow/orfs finish
==> config.mk <==
export PLATFORM = sky130hd
export DESIGN_NAME = divisorFreq_100Hz
export DESIGN_NICKNAME = divisorFreq_100Hz
export VERILOG_FILES = /design/flow/design.v
export SDC_FILE = /design/flow/constraint.sdc
export NUM_CORES = 4
export LEC_CHECK = 1
export CORE_AREA = 10 10 92 92
export DIE_AREA = 0 0 102 102
==> constraint.sdc <==
current_design divisorFreq_100Hz

set clk_period 3.2
set clk_io_pct 0.2

create_clock -name clk0 -period $clk_period [get_ports {f_in}]

set non_clock_inputs [all_inputs -no_clocks]
set_input_delay [expr $clk_period * $clk_io_pct] -clock clk0 $non_clock_inputs
set_output_delay [expr $clk_period * $clk_io_pct] -clock clk0 [all_outputs]
==> design.v <==
module divisorFreq_100Hz(f_in, f_out);
input f_in;
output f_out;
reg saida;
assign f_out = saida;
reg[25:0] count;
always @(posedge f_in) begin
		if (count >= 26'd500000) begin
			count <= 26'd0;
			saida <= 1;
		end
		else begin
			count <= count + 26'd1;
			saida <= 0;
		end;
end
endmodule
==> run summary <==
impl run done, here's what came out: number of warnings in the stage logs 27, fin crit share 0.6016, post-placement cell area about 0.0012 mm2, synthesis-to-layout area growth 17.11%, launching point of the worst reg2reg path count[0]$_SDFF_PP0_, post-route minimum period around 1.9 ns, combinational power share 0.004, clock tree from TritonCTS built, yosys stat cell total between 100 and 150, first-pass iteration count of the detailed router 4, antenna diode instance count 0, Post-Route Skew approximately 0.0019 ns, ratio of cells with drive above 1 in the final layout 0.04959, most common logic cells in the final layout dfxtp_1 (27), nor2_1 (14), nand3_1 (7), xnor2_1 (7), conb_1 (7), overall routing resource usage 0.03093, switching part of the total 0.1863, arrival time of the worst setup path 2.13 ns, critical path launch point count[0]$_SDFF_PP0_, endpoint of the most critical setup path count[18]$_SDFF_PP0_, floorplan die height around 100 um, Synthesized registers 27, hold buffers post-CTS 0, postcts setup bufs 0, synth unique cells 24, antenna violations before repair 0, Buf/Inv on CP 0, die span in x 102 um, floorplan-stage core utilization 0.1596, pin count of the biggest net entering global routing 15, cell chain of the critical path ha_1 -> nand4_1 -> or4_1 -> or3_1 -> a21oi_1, Post-Syn Area per Cell 9.205 um2, WL final roughly 1600 um, Detailed Place HPWL approximately 1100 um, detail-routed via count per cell ~3.7, Worst-Margin Slew around 0.66 ns, root buffer cell clkbuf_8, synthesized instance count between 100 and 150, CP Capture Type flip-flop, Highest Clock Rate around 520 MHz, core box area approximately 0.0065 mm2, Data required, critical path 3.40 ns, portion of total power attributed to the clock network 0.349, final hold vios 0, RSZ-0062 raised after global routing no, sequential element share of the synthesized area 0.5243, longest individual stage delay on the worst path 0.57 ns, HP Class flip-flop to flip-flop, I/O pin count 2, cells on worst reg2reg path 5, Reg power frac 0.646, most frequent standard cell in the layout excluding fill and tap cells dfxtp_1, endpoint of the worst-slack reg-to-reg timing path count[18]$_SDFF_PP0_, number of routed nets with antenna violations 0, Slew HR 0.5574, number of pins exceeding their max-slew limit in the final report 0, Internal Power between 0.0004 and 0.0005 W, area of the die roughly 0.010 mm2, Critical Path Stages 5, GRT overflow 0, number of buffers added on ports 1, maximum root-to-sink buffer count 2, switching power of the nets between 0.00009 and 0.0001 W, detailed-route via count slightly above 700, Worst Setup Path Type flip-flop to flip-flop, final design area excluding fillers roughly 0.0012 mm2, Chip Area, Yosys a little over 0.001 mm2, top fanout value on the critical path 5, DRC errors left 0, number of instances resized during post-cts repair 0, summed instance area of the synthesized netlist 0.001031 mm2, later-pin clock latency in the skew report roughly 0.26 ns, average detailed-routed wire length per instance between 7 and 8 um, Total Neg Setup Slack 0 ns, number of buffers created by CTS 3, Worst setup SP type flip-flop, maxcap violations 0, vias in the first global route a little over 600, status finished clean, Core Rows 29, warning count from the yosys run 1, Final setup viols 0, final weighted congestion in routability-driven placement ~0.8, number of clock sinks 27, pwr/cell area around 440 mW/mm2, cell leakage power 0.3494 nW, worst reg-to-reg setup slack 1.28 ns, cell with the biggest individual delay on the critical path or4_1, clock slew at the register clock pins of the worst setup and hold paths 0.08 ns, iteration-0 DRC count of the detailed router about 62, peak ir drop on the vdd network 0.2612 mV, first-pass GRT wire length between 2000 and 3000 um, Largest delay share family, worst path simple AND/OR/NAND/NOR gates, H-tree level count 1
[per-stage QoR]
stage	util	std cells	setup slack, ns	hold slack [ns]	total power, W
2_1_floorplan	-	118	1.437	0.4409	0.0003510
3_3_place_gp	0.1800	194	1.313	0.4607	0.0003519
3_5_place_dp	0.1800	194	1.297	0.4718	0.0003520
4_1_cts	0.1869	198	1.257	0.4928	0.0005338
5_1_grt	0.1869	198	1.141	0.5207	0.0005514
6_report	0.1869	198	1.275	0.4955	0.0005285
[Yosys cell counts]
| cell | instances | area (um2) |
|---|---|---|
| a21oi_1 | 6 | 30.03 |
| and3_1 | 1 | 6.260 |
| and4_1 | 1 | 8.760 |
| buf_2 | 1 | 5.000 |
| clkbuf_1 | 2 | 7.510 |
| conb_1 | 1 | 3.750 |
| dfxtp_1 | 27 | 540.5 |
| ha_1 | 2 | 25.02 |
| inv_1 | 6 | 22.52 |
| nand2_1 | 5 | 18.77 |
| nand3_1 | 7 | 35.03 |
| nand3_2 | 1 | 10.01 |
| nand4_1 | 3 | 18.77 |
| nor2_1 | 14 | 52.55 |
| nor3_1 | 3 | 15.01 |
| nor4_1 | 4 | 25.02 |
| o21ai_0 | 6 | 30.03 |
| o311ai_1 | 1 | 8.760 |
| o31a_1 | 1 | 8.760 |
| o31ai_1 | 1 | 7.510 |
| or3_1 | 4 | 25.02 |
| or4_1 | 4 | 30.03 |
| xnor2_1 | 7 | 61.31 |
| xor2_1 | 4 | 35.03 |
[final cells by class]
cell class / instances / area [um2]
Clock buffer: 4 / 45.04
Multi-Input combinational cell: 82 / 485.5
Fill cell: 705 / 5251
Timing Repair Buffer: 2 / 17.52
Sequential cell: 27 / 540.5
Tap cell: 77 / 96.34
Inverter: 6 / 22.52
[sequential cells by signal, indices dropped and copies added, names as in the netlist]
register / cells
saida: 1
count: 26
[power groups by stage]
stage	sequential, W	combinational (W)	clock [W]
after CTS	0.000342	0.00000232	0.000190
after global routing	0.000342	0.00000308	0.000206
final	0.000342	0.00000223	0.000185
[how the worst min path moves through the flow]
stage / from / endpoint / slack (ns) / cells after the start
finish: count[0]$_SDFF_PP0_ / count[0]$_SDFF_PP0_ / 0.50 / 1
global route: count[0]$_SDFF_PP0_ / count[0]$_SDFF_PP0_ / 0.52 / 1
CTS: count[17]$_SDFF_PP0_ / count[17]$_SDFF_PP0_ / 0.49 / 2
[routing by layer]
layer	vias up	share of wire	track usage
li1	397	-	-
met1	324	0.58	0.05224
met2	6	0.39	0.03951
met3	0	0.030	0.006817
met4	0	0	0.002169
met5	-	0	0
[kinds of logic (layout without fill, tap and decap cells)]
group                      after synthesis  after routing  synth area share
AOI/OAI and AO/OA                       15             15           0.08253
and+or+nand+nor                         47             47            0.2379
xor gates and xnor gates                11             11           0.09344
DFF                                     27             27            0.5243
other                                    1              7          0.003637
buffers and inverters                    9             12           0.03398
adders and majority gates                2              2           0.02427
Power and IR drop assume default switching activity.
